===== flow/design.v =====
module MRMFD (
    input clock,
    input display_refresh_clock,
    input reset_display,
    input show_display,
    input desce_jogada,
    input gerarRand,
    input enableRProxJ,
    input clearRInputJ,
    input enableRInputJ,
    input enableContPontos,
    input muxJogada,
    input muxProxJogada,
    input RAMWrite,
    input compEnable,
    input resetContP,
    input contaP,
    input resetContJ,
    input contaJ,
    input acertou,
    input errou,
    input [3:0] jogada,
    output jogada_feita,
    output igual,
    output ContP_fim_antes,
    output ContP_fim_depois,
    output fimJogo,
    output [7:0] matriz_col,
    output [7:0] matriz_r,
    output [7:0] matriz_g,
    output [7:0] matriz_b
);
wire [7:0] matriz_col_wire;
wire [7:0] matriz_r_wire;
wire [7:0] matriz_g_wire;
wire [7:0] matriz_b_wire;
wire [5:0] pontos;
wire [2:0] linhas_bloq;
wire [3:0] randNum;
wire [3:0] jogadaAntes;
wire [3:0] jogadaDepois;
wire [3:0] jogadaAtual;
wire [3:0] RInput_Out;
wire [3:0] ProxJogada;
wire [1:0] seed;
wire WideOr0;
assign WideOr0 = jogada [0] | jogada [1] | jogada [2] | jogada [3];
assign matriz_col = matriz_col_wire;
assign matriz_r = matriz_r_wire;
assign matriz_g = matriz_g_wire;
assign matriz_b = matriz_b_wire;
contador_m #(.M(4), .N(2)) ContRand (
    .clock(clock),
    .zera_as(1'b0),
    .zera_s(1'b0),
    .conta(1'b1),
    .Q(seed),
    .fim(),
    .meio()
);
random_number Rand (
    .gerar(gerarRand),
    .seed(seed),
    .numero(randNum)
);
edge_detector Edge (
    .clock(clock),
    .reset(~WideOr0),
    .sinal(WideOr0),
    .pulso(jogada_feita)
);
registrador_parametrizavel input_jogada (
    .clock(clock),
    .clear(clearRInputJ),
    .enable(enableRInputJ),
    .D(jogada),
    .Q(RInput_Out)
);
mux2x1 MuxProxJogada (
    .D0(randNum),
    .D1(4'b0000),
    .SEL(muxJogada),
    .OUT(ProxJogada)
);
ram_8x4 RAM (
    .data_in(ProxJogada),
    .write(RAMWrite),
    .data_out1(jogadaDepois),
    .data_out2(jogadaAntes)
);
mux2x1 MuxJogada (
    .D0(jogadaDepois),
    .D1(jogadaAntes),
    .SEL(muxJogada),
    .OUT(jogadaAtual)
);
comparador_jogadas CompJ (
    .A(jogadaAtual),
    .B(RInput_Out),
    .enable(compEnable),
    .AEB(igual)
);
contador_periodo ContP (
    .clock(contaP),
    .zera_as(1'b0),
    .zera_s(resetContP),
    .conta(1'b1),
    .Q(),
    .fim_antes(ContP_fim_antes),
    .fim_depois(ContP_fim_depois)
);
contador_jogadas ContJ (
    .clock(clock),
    .rst(resetContJ),
    .conta(contaJ),
    .fim(fimJogo),
    .Q()
);
contador_pontos ContPontos (
	 .clk(clock),
    .acertou(acertou),
    .errou(errou),
    .enable(enableContPontos),
    .pontos(pontos),
    .linhas_bloq(linhas_bloq)
);
matrix_controller matrizC (
	.clock(clock),
    .display_refresh_clock(display_refresh_clock),
    .reset_display(reset_display),
    .show_display(show_display),
    .desce_jogada(desce_jogada),
    .pontos(pontos),
	.linhas_bloqueadas(linhas_bloq),
	.prox_jogada(ProxJogada),
	.matriz_col(matriz_col_wire),
    .matriz_r(matriz_r_wire),
    .matriz_g(matriz_g_wire),
    .matriz_b(matriz_b_wire)
);
endmodule
module comparador_jogadas(
input [3:0] A, B,
input enable,
output reg AEB
);
always @(A or B) begin
    if (enable) begin
        if (A == B) begin
            AEB <= 1;
        end
        else begin
            AEB <= 0;
        end
    end
    else begin
        AEB <= 0;
    end
end
endmodule
module contador_jogadas #(parameter M=32, N=6)
(
    input  wire          clock,
    input  wire          rst,
    input  wire          conta,
    output reg  [N-1:0]  Q,
    output reg           fim
    );
    always @(posedge clock or posedge rst) begin
        if (rst) begin
            Q <= 0;
        end else if (clock) begin
            if (conta) begin
                if (Q == M) begin
                    Q <= 0;
                end else begin
                    Q <= Q + 1'b1;
                end
            end
        end
    end
    always @ (Q)
        if (Q == M)   fim = 1;
        else          fim = 0;
endmodule
module contador_m #(parameter M=100, N=7)
  (
   input  wire          clock,
   input  wire          zera_as,
   input  wire          zera_s,
   input  wire          conta,
   output reg  [N-1:0]  Q,
   output reg           fim,
   output reg           meio    
  );
  always @(posedge clock or posedge zera_as) begin
    if (zera_as) begin
      Q <= 0;
    end else if (clock) begin
      if (zera_s) begin
        Q <= 0;
      end else if (conta) begin
        if (Q == M-1) begin
          Q <= 0;
        end else begin
          Q <= Q + 1'b1;
        end
      end
    end
  end
  always @ (Q)
      if (Q == M-1)   fim = 1;
      else            fim = 0;
  always @ (Q)
      if (Q == M/2-1) meio = 1;
      else            meio = 0;
endmodule
module contador_periodo #(parameter M=100, N=7)
  (
   input  wire          clock,
   input  wire          zera_as,
   input  wire          zera_s,
   input  wire          conta,
   output reg  [N-1:0]  Q,
   output reg           fim_depois,
   output reg           fim_antes    
  );
  always @(posedge clock or posedge zera_as) begin
    if (zera_as) begin
      Q <= 0;
    end else if (clock) begin
      if (zera_s) begin
        Q <= 0;
      end else if (conta) begin
        if (Q == M-1) begin
          Q <= 0;
        end else begin
          Q <= Q + 1'b1;
        end
      end
    end
  end
  always @ (Q)
      if (Q == M-1)   fim_depois = 1;
      else            fim_depois = 0;
  always @ (Q)
      if (Q == M/4-1) fim_antes = 1;
      else            fim_antes = 0;
endmodule
module contador_pontos (
	 input clk,
    input acertou,
    input errou,
    input enable,
    output reg [5:0] pontos,
    output reg [2:0] linhas_bloq
);
initial begin
    pontos = 0;
    linhas_bloq = 0;
end
always @ (posedge clk) begin
    if (enable) begin
        if (acertou) begin
            if (pontos < 6'd32) begin
                pontos <= pontos + 1'b1;
            end
        end else if (errou) begin
            if (pontos > 0) begin
                pontos <= pontos - 1'b1;
            end
        end
    end
end
always @ (pontos) begin
    if (pontos >= 6'd0 && pontos <= 6'd3) begin
        linhas_bloq = 3'd0;
    end else if (pontos >= 6'd4 && pontos <= 6'd7) begin
        linhas_bloq = 3'd1;
    end else if (pontos >= 6'd8 && pontos <= 6'd11) begin
        linhas_bloq = 3'd2;
    end else if (pontos >= 6'd12 && pontos <= 6'd15) begin
        linhas_bloq = 3'd3;
    end else if (pontos >= 6'd16 && pontos <= 6'd19) begin
        linhas_bloq = 3'd4;
    end else if (pontos >= 6'd20 && pontos <= 6'd23) begin
        linhas_bloq = 3'd5;
    end else if (pontos >= 6'd24 && pontos <= 6'd27) begin
        linhas_bloq = 3'd6;
    end else if (pontos >= 6'd28 && pontos <= 6'd32) begin
        linhas_bloq = 3'd7;
    end else begin
		  linhas_bloq = 3'd0;
	 end
end
endmodule
module edge_detector (
    input  clock,
    input  reset,
    input  sinal,
    output pulso
);
    reg reg0;
    reg reg1;
    always @(posedge clock or posedge reset) begin
        if (reset) begin
            reg0 <= 1'b0;
            reg1 <= 1'b0;
        end else if (clock) begin
            reg0 <= sinal;
            reg1 <= reg0;
        end
    end
    assign pulso = ~reg1 & reg0;
endmodule
module matrix_controller (
	input clock, display_refresh_clock, reset_display, show_display, desce_jogada,
	input [5:0] pontos,
	input [2:0] linhas_bloqueadas,
	input	[3:0] prox_jogada,
	output reg [7:0] matriz_col, matriz_r, matriz_g, matriz_b
);
	reg [7:0] display_buffer [7:0][2:0];
	reg [7:0] jogadas [3:0];
	wire [7:0] line_block_mask;
	assign line_block_mask = ~(8'b11111111 >> linhas_bloqueadas);
	always @(posedge clock) begin
		if (reset_display) begin
			jogadas[0] <= 8'b11111111;
			jogadas[1] <= 8'b11111111;
			jogadas[2] <= 8'b11111111;
			jogadas[3] <= 8'b11111111;
			display_buffer[0][0] <= 8'b11111111;
			display_buffer[0][1] <= 8'b11111111;
			display_buffer[0][2] <= 8'b11111111;
			display_buffer[1][0] <= 8'b11111111;
			display_buffer[1][1] <= 8'b11111111;
			display_buffer[1][2] <= 8'b11111111;
			display_buffer[2][0] <= 8'b11111111;
			display_buffer[2][1] <= 8'b11111111;
			display_buffer[2][2] <= 8'b11111111;
			display_buffer[3][0] <= 8'b11111111;
			display_buffer[3][1] <= 8'b11111111;
			display_buffer[3][2] <= 8'b11111111;
			display_buffer[4][0] <= 8'b11111111;
			display_buffer[4][1] <= 8'b11111111;
			display_buffer[4][2] <= 8'b11111111;
			display_buffer[5][0] <= 8'b11111111;
			display_buffer[5][1] <= 8'b11111111;
			display_buffer[5][2] <= 8'b11111111;
			display_buffer[6][0] <= 8'b11111111;
			display_buffer[6][1] <= 8'b11111111;
			display_buffer[6][2] <= 8'b11111111;
			display_buffer[7][0] <= 8'b11111111;
			display_buffer[7][1] <= 8'b11111111;
			display_buffer[7][2] <= 8'b11111111;
		end
		else begin
			if (desce_jogada) begin
				jogadas[0] <= {jogadas[0][6:0], ~prox_jogada[0]};
				jogadas[1] <= {jogadas[1][6:0], ~prox_jogada[1]};
				jogadas[2] <= {jogadas[2][6:0], ~prox_jogada[2]};
				jogadas[3] <= {jogadas[3][6:0], ~prox_jogada[3]};
			end
			display_buffer[2][0] <= jogadas[0] | line_block_mask;
			display_buffer[2][1] <= 8'b11111111 & (~line_block_mask);
			display_buffer[2][2] <= 8'b11111111 & (~line_block_mask);
			display_buffer[3][0] <= 8'b11111111;
			display_buffer[3][1] <= (jogadas[1] | line_block_mask) & (~line_block_mask);
			display_buffer[3][2] <= 8'b11111111 & (~line_block_mask);
			display_buffer[4][0] <= 8'b11111111;
			display_buffer[4][1] <= 8'b11111111 & (~line_block_mask);
			display_buffer[4][2] <= (jogadas[2] | line_block_mask) & (~line_block_mask);
			display_buffer[5][0] <= jogadas[3] | line_block_mask;
			display_buffer[5][1] <= (jogadas[3] | line_block_mask) & (~line_block_mask);
			display_buffer[5][2] <= 8'b11111111 & (~line_block_mask);
			{display_buffer[0][0], display_buffer[1][0], display_buffer[6][0], display_buffer[7][0]} <= 32'hFFFFFFFF >> pontos;
			{display_buffer[0][2], display_buffer[1][2], display_buffer[6][2], display_buffer[7][2]} <= 32'hFFFFFFFF >> pontos;
		end
	end
	wire [2:0] selected_col;
	wire [1:0] output_color;
	wire next_col;
	contador_m #(.M(3), .N(2)) color_selector (
		.clock(display_refresh_clock),
		.zera_as(reset_display),
		.zera_s(1'b0),
		.conta(show_display),
		.Q(output_color),
		.fim(next_col),
		.meio()
	);
	contador_m #(.M(8), .N(3)) column_selector (
		.clock(display_refresh_clock),
		.zera_as(reset_display),
		.zera_s(1'b0),
		.conta(next_col),
		.Q(selected_col),
		.fim(),
		.meio()
	);
	reg [7:0] line_output_r, line_output_g, line_output_b;
	always @(selected_col) begin
		matriz_r <= 8'b11111111;
		matriz_g <= 8'b11111111;
		matriz_b <= 8'b11111111;
		matriz_col <= 8'b00000001 << selected_col;
		case (selected_col) 
			3'b000: begin
				line_output_r 	<= display_buffer[0][0];
				line_output_g 	<= display_buffer[0][1];
				line_output_b 	<= display_buffer[0][2];
			end
			3'b001: begin
				line_output_r 	<= display_buffer[1][0];
				line_output_g 	<= display_buffer[1][1];
				line_output_b 	<= display_buffer[1][2];
			end
			3'b010: begin
				line_output_r	<= display_buffer[2][0];
				line_output_g	<= display_buffer[2][1];
				line_output_b	<= display_buffer[2][2];
			end
			3'b011: begin
				line_output_r	<= display_buffer[3][0];
				line_output_g	<= display_buffer[3][1];
				line_output_b	<= display_buffer[3][2];
			end
			3'b100: begin
				line_output_r 	<= display_buffer[4][0];
				line_output_g 	<= display_buffer[4][1];
				line_output_b 	<= display_buffer[4][2];
			end
			3'b101: begin
				line_output_r	<= display_buffer[5][0];
				line_output_g	<= display_buffer[5][1];
				line_output_b	<= display_buffer[5][2];
			end
			3'b110: begin
				line_output_r 	<= display_buffer[6][0];
				line_output_g 	<= display_buffer[6][1];
				line_output_b 	<= display_buffer[6][2];
			end
			3'b111: begin
				line_output_r 	<= display_buffer[7][0];
				line_output_g 	<= display_buffer[7][1];
				line_output_b 	<= display_buffer[7][2];
			end
		endcase
		case (output_color)
			2'b00: matriz_r <= line_output_r;
			2'b01: matriz_g <= line_output_g;
			2'b10: matriz_b <= line_output_b;
		endcase
	end
endmodule
module mux2x1 (
    input [3:0] D0,
    input [3:0] D1,
    input      SEL,
    output reg [3:0] OUT
);
always @(*) begin
    case (SEL)
        1'b0:    OUT = D0;
        1'b1:    OUT = D1;
        default: OUT = 4'b0000;  
    endcase
end
endmodule
module ram_8x4 (
    input       [3:0] data_in,
    input            write,
    output wire [3:0] data_out1,
    output wire [3:0] data_out2
);
    reg [3:0] data [7:0];
    integer i;
    initial begin
        for (i = 0; i < 8; i = i + 1) begin
            data[i] = 4'b0000;
        end
    end
    always @ (posedge write) begin
        for (i = 7; i > 0; i = i - 1) begin
        data[i] <= data[i - 1];  
        end
        data[0] <= data_in;  
    end
        assign data_out1 = data[7];
        assign data_out2 = data[6];
endmodule
module random_number (
    input gerar,
    input [1:0] seed,
    output reg [3:0] numero
);
always @(posedge gerar) begin
    case (seed)
        2'b00: numero <= 4'b1000;
        2'b01: numero <= 4'b0100;
        2'b10: numero <= 4'b0010;
        2'b11: numero <= 4'b0001;
        default: numero <= 4'b0000;
    endcase
end
endmodule
module registrador_parametrizavel #(parameter M = 4)
(
    input        clock,
    input        clear,
    input        enable,
    input  [M-1:0] D,
    output [M-1:0] Q
);
    reg [M-1:0] IQ;
    always @(posedge clock or posedge clear) begin
        if (clear)
            IQ <= 0;
        else if (enable)
            IQ <= D;
    end
    assign Q = IQ;
endmodule

===== flow/run.sh =====
#!/bin/bash
# OpenROAD 26Q1-2900-gdf79404cd8, Yosys 0.63+post, stock flow scripts
make -C /OpenROAD-flow-scripts/flow DESIGN_CONFIG=/design/flow/config.mk WORK_HOME=/design/flow/orfs finish

===== flow/config.mk =====
export PLATFORM = sky130hd
export DESIGN_NAME = MRMFD
export DESIGN_NICKNAME = MRMFD
export VERILOG_FILES = /design/flow/design.v
export SDC_FILE = /design/flow/constraint.sdc
export NUM_CORES = 4
export LEC_CHECK = 1
export CORE_UTILIZATION = 50

===== flow/constraint.sdc =====
current_design MRMFD

set clk_period 3.5
set clk_io_pct 0.2

create_clock -name clk0 -period $clk_period [get_ports {RAMWrite}]
create_clock -name clk1 -period $clk_period [get_ports {clock}]
create_clock -name clk2 -period $clk_period [get_ports {contaP}]
create_clock -name clk3 -period $clk_period [get_ports {display_refresh_clock}]
create_clock -name clk4 -period $clk_period [get_ports {gerarRand}]

set non_clock_inputs [all_inputs -no_clocks]
set_input_delay [expr $clk_period * $clk_io_pct] -clock clk0 $non_clock_inputs
set_output_delay [expr $clk_period * $clk_io_pct] -clock clk0 [all_outputs]

==> flow_summary.yaml <==
# physical design summary
run_status:
  status: "finished, final reports clean"
synthesis:
  numSynthFlops: 178
  yosys_area_um2: 6713
  synth_top_cell_by_count: "dfxtp_1"
  ff_type: "dfxtp_1"
  synth-edff-count: 6
  syn_area_um2: 6713
  postSynthSeqShare_pct: 55.25
  ys_types: 56
  synth.top_cell.area_share_pct: 46.23
  ys_cells: 664
  synthTopCellsByCount: "dfxtp_1 (155), nand2_1 (93), nor2_1 (44)"
  avgSynthCellArea_um2: 10.11
  ys_top_cells_by_area: "dfxtp_1 (46%), dfrtp_1 (6.3%), mux2i_1 (5.2%)"
  yosysWarningCount: 16
  async_flop_share_pct: 9.551
  synth_top_cell_by_area: "dfxtp_1"
  syn_inst: 664
cells_and_area:
  drive_gt1_share_pct: 13.01
  syn2layout_area_growth_pct: 26.19
critical_path:
  reg2reg_slack_ps: 1310
  path_class: "reg -> out"
  cp_cell_sequence: "ha_2, ha_1, or3_4, nor3_4, a21boi_1, buf_4, o2111ai_1, clkdlybuf4s50_1"
  critPathLaunchType: "flip-flop"
  critical_path_required_ps: 2800
  reg2reg_depth: 5
  end_kind: "output pin"
  cp-endpoint: "matriz_r[3]"
  critPathMaxStageDelay_ps: 500
  r2r_end: "ContPontos.pontos[0]"
  critPathLaunch: "matrizC.column_selector.Q[0]"
  worstPathMaxFanout: 6
  crit_slowest_cell: "clkdlybuf4s50_1"
  critPathArrivalTime_ps: 2700
  r2r-start: "ContPontos.pontos[2]"
floorplan:
  rows: 41
  dieWidth_um: 117.9
  fp-utilization_pct: 52.13
  chipArea_um2: 13890
  fp.coreArea_um2: 12880
  dieHeight_um: 117.9
  boundaryPins: 61
flow_run:
  tool_warnings: 39
  drv_cap: 0
global_route:
  grt_antenna_before_repair: 0
  gr-total-overflow: 0
  grt_pass1_vias: 4836
  grt_first_pass_wirelength_um: 25320
  grt_start_max_net_pins: 54
  grtUsageTotal_pct: 24.13
cts:
  tritoncts: "yes"
  clk_pin_slew_ps: 50
  clock-sinks: 178
  ctsHoldBuffers: 0
routing:
  wl_per_cell_um: 16.64
  routed-via-count: 4960
  ant_nets: 0
  diodes: 0
  drtPass1Iterations: 5
  drtIter0Drc: 309
  drc: 0
  routed_wl_um: 15390
  post_drt_via_cell_ratio: 5.362
power_and_ir_drop:
  p_per_area_nw_per_um2: 794.9
  intPower_mw: 4.835
  p_leak_nw: 3.464
  sw_frac_of_total_pct: 28.19
  ir_worst_vdd_uv: 387.5
  p_comb_share_pct: 25.8
  p_switching_mw: 1.898
  seq_power_share_pct: 34.1
  clkPwrFrac_pct: 40.1
timing:
  rsz0062_at_grt: "true"
  worst_pin_slew_ps: 845.7
  hold_viol: 0
  slew_viol_final: 0
  finalSetupViolCount: 0
  slew_headroom_pct: 43.41
  clock_skew_ps: 5.495
  holdWs_ps: 323.0
  finalSetupTns_ps: 0
hold_path:
  holdPathStages: 0
  holdCritPathClass: "reg -> reg"
placement:
  hpwl_um: 9976
  gp_congestion: 0.8748
  port_buffers: 54
==> how the worst min path moves through the flow <==
stage	end	from	slack, ps
final	RAM.data[6][3]	RAM.data[5][3]	320
after global routing	RAM.data[1][0]	RAM.data[0][0]	330
after CTS	RAM.data[6][1]	RAM.data[5][1]	320
==> kinds of logic after synthesis <==
kind of cell             synth area share, %
adder cells (fa/ha/maj)                3.653
AND/OR/NAND/NOR                        16.29
flip-flops                             55.25
multiplexers                           5.890
AND-OR/OR-AND                          12.95
XOR/XNOR                               2.218
buffers and inverters                  3.746
==> cells in the final DEF, fill, tap and decap left out, drive strengths merged, types with 16 or more instances in the layout <==
master / count
nor2: 45
a21o: 26
a21oi: 16
inv: 20
clkdlybuf4s50: 51
nand2: 93
o21ai: 28
nand3: 21
mux2i: 35
dfxtp: 155
buf: 24
clkbuf: 37
dfrtp: 17
ha: 18
==> registers in the layout, summed over array words and instances (netlist names) <==
signal	flops
ContRand.Q	2
ContPontos.pontos	6
ContP.Q	7
matrizC.column_selector.Q	3
matrizC.display_buffer	78
Rand.numero	4
matrizC.jogadas	32
matrizC.color_selector.Q	2
input_jogada.IQ	4
RAM.data	32
ContJ.Q	6
Edge.reg1	1
Edge.reg0	1
==> critical path, delay by kind of cell (launching register included) <==
kind / cells / cell delay, ps
AND/OR/NAND/NOR: 2 / 750
AND-OR/OR-AND: 2 / 240
adder cells (fa/ha/maj): 2 / 410
flip-flops: 1 / 420
buffers and inverters: 2 / 660
==> timing repair <==
| action | in CTS | in global routing |
|---|---|---|
| buffers inserted | 0 | 2 |
| gates resized | 1 | 12 |
| pin swaps | 0 | 2 |
| setup endpoints to repair | 1 | 11 |
==> power groups by stage <==
stage         registers, mW  logic [mW]  clock network [mW]
finish                 2.29        1.74                2.70
CTS                    2.29        1.68                2.74
global route           2.31        1.91                2.85
==> area by class of cell <==
class                           instances  area (µm²)
Timing Repair Buffer                   77       729.5
Multi-Input combinational cell        428        2768
Clock inverter                         14       116.4
Clock buffer                           37       860.8
Sequential cell                       178        3710
Tap cell                              172       215.2
Inverter                               19       71.32
Fill cell                             942        4405
==> stage by stage <==
stage / instances / instance area (µm²) / total power, mW / worst slack [ps] / utilization [%]
after detailed placement: 872 / 7453 / 3.986 / 241.9 / 57.89
after global routing: 925 / 8471 / 7.068 / -15.83 / 65.79
after CTS: 923 / 8431 / 6.715 / 0.3173 / 65.47
after global placement: 872 / 7453 / 3.969 / 251.2 / 57.89
after floorplan: 664 / 6713 / 3.211 / 927.3 / -
final: 925 / 8471 / 6.733 / 103.5 / 65.79
==> routing by layer <==
metal  GRT usage (%)  vias up  share of wire, %
li1                -     2442                 -
met1           39.17     2341                48
met2           34.34      155                44
met3           6.176       22               6.0
met4           4.327        0               1.5
met5               0        -                 0
Power and IR drop assume default switching activity.
